<file path="/design/flow/design.v">
module mem8 (
    input wire clk,
    input wire we,
    input wire[10:0] a,
    input wire[7:0] d,
    input wire[10:0] dpra,
    output wire[7:0] dpo
);
    reg[7:0] mem[2047:0];
    assign dpo = mem[dpra];
    always @(posedge clk) begin
        if (we) begin
            mem[a] <= d;
        end
    end
endmodule
</file>
<file path="/design/flow/run.sh">
#!/bin/bash
# OpenROAD 26Q1-2900-gdf79404cd8, Yosys 0.63+post, stock flow scripts
make -C /OpenROAD-flow-scripts/flow DESIGN_CONFIG=/design/flow/config.mk WORK_HOME=/design/flow/orfs finish
</file>
<file path="/design/flow/config.mk">
export PLATFORM = sky130hd
export DESIGN_NAME = mem8
export DESIGN_NICKNAME = mem8
export VERILOG_FILES = /design/flow/design.v
export SDC_FILE = /design/flow/constraint.sdc
export NUM_CORES = 4
export LEC_CHECK = 1
export CORE_UTILIZATION = 50
export SYNTH_MEMORY_MAX_BITS = 65536
</file>
<file path="/design/flow/constraint.sdc">
current_design mem8

set clk_period 81.6
set clk_io_pct 0.2

create_clock -name clk0 -period $clk_period [get_ports {clk}]

set non_clock_inputs [all_inputs -no_clocks]
set_input_delay [expr $clk_period * $clk_io_pct] -clock clk0 $non_clock_inputs
set_output_delay [expr $clk_period * $clk_io_pct] -clock clk0 [all_outputs]
</file>
==> run summary <==
Implementation numbers.

- The largest net degree at the start of global routing is 128.
- The die outline height reads between 1000 and 1500 µm.
- In the final layout, the registers with the most flip-flops are mem: 16384 flops.
- The number of synthesis warnings reads 1.
- The HPWL after detailed placement is 1330000 µm.
- The post-synthesis instance area is ~0.64 mm².
- In the Yosys report the total cell count is about 33000.
- The maximum VDD drop is 0.02152 mV.
- The total power divided by cell area reads 24.56 mW/mm².
- Clock tree synthesis found a total of 16384 sinks.
- Counting pins that exceed their max-slew limit in the final report gives 2.
- Setup repair after global routing left no endpoint under its margin.
- The required time of the critical path is 65.28 ns.
- The number of primary I/O pins is 40.
- The fraction of met1 tracks used by global routing is around two fifths.
- The routability-driven placement congestion ratio is between 0.9 and 1.
- Among the stages of the critical path, the cell type that occurs most often is sky130_fd_sc_hd__buf_4.
- The count of filler cells inserted in the layout is 93618.
- The buffer cell driving the clock tree root is sky130_fd_sc_hd__clkbuf_16.
- The via count of the first global-routing pass reads 360814.
- The share of the yosys chip area belonging to registers reads between 70 and 80%.
- The count of flip-flops with a built-in enable after synthesis reads around 16000.
- According to the floorplan report, the total die area is between 1 and 1.5 mm².
- The number of setup violations in the final report is 0.
- After routing, the total negative slack on setup checks comes to 0 ns.
- The total chip power reads between 0.015 and 0.02 W.
- The maximum fanout encountered on the critical timing path reads between 70 and 80.
- The global-route total usage across every layer is a little over a third.
- The checks that failed: max-capacitance violations, max-slew violations.
- After synthesis, the largest area contributor takes up about 77% of total cell area.
- The count of buffers added on input and output ports is 39.
- The critical-path cell with the highest stage delay reads sky130_fd_sc_hd__buf_4.
- The nature of the critical path startpoint reads an input port.
- The logic area reads around 0.14 mm².
- Static timing analysis puts the maximum clock frequency at approximately 0.022 GHz.
- The endpoint type of the worst setup path is an output pin.
- The post-layout period usage of the worst path reads between 50 and 60%.
- The per-cell via count in the routed design is around 6.4.
- Measured against its own limit, the worst slew margin works out to -2.306%.
- Of all flip-flops after synthesis, the portion carrying an async set or reset was 0%.
- The flip-flop count of the largest register after layout reads roughly 16000.
- Counting every instance in the synthesized netlist gives 32890.
- The highest-count logic cell in the final layout reads sky130_fd_sc_hd__edfxtp_1.
- The layer carrying the most global-route usage reads met2.
- The overall overflow remaining after global route reads 0.
- The deepest level of the CTS H-tree reads 7.
- The footprint of the flip-flops and latches is a little under 0.5 mm².
- The met2 layer usage reported by global route is 47.50%.
- The largest buffer count on any clock path is 6.
- The total placed cells including tap cells reads around 50000.
- The static leakage power is between 200 and 250 nW.
- The number of hold violations in the final report is 0.
- The leading area contributor after synthesis is sky130_fd_sc_hd__edfxtp_1.
- The top cell types in the final layout, fill and taps aside, are sky130_fd_sc_hd__edfxtp_1 (16384), sky130_fd_sc_hd__mux2i_1 (3462), sky130_fd_sc_hd__nor2_1 (2524).
- The total of cells resized after clock tree synthesis is 0.
- The die span in x reads between 1000 and 1500 µm.
- The number of antenna violations at the first check in global routing is roughly 240.
- For reference, the placement row count at floorplan is ~420.
- The logs give a warning total of roughly 70.
- The total vias in the final route is between 300k and 400k.
- By area the synthesized netlist is led by sky130_fd_sc_hd__edfxtp_1 (77%), sky130_fd_sc_hd__mux4_2 (8.1%), sky130_fd_sc_hd__mux2i_1 (5.4%), sky130_fd_sc_hd__o221ai_1 (1.5%), sky130_fd_sc_hd__nor2_1 (1.5%).
- The placeable core area is roughly 1.3 mm².
- The number of buffers created by CTS reads 1717.
- Per the post-CTS timing run, clock transition at the registers of the reported paths is ~0.06 ns.
- The global routing usage on met3 reads between 30% and 40%.
- The quantity of hold-fixing buffers added after cts reads 0.
- The post-CTS repair timing setup buffer count reads 0.
- The post-route netlist has roughly a fifth of its cells at a drive strength greater than 1.
- The script reports the combined buffer and inverter count of the critical path as 17.
- The predominant post-synthesis flop cell reads sky130_fd_sc_hd__edfxtp_1.
- The post-synthesis sequential element count is 16384.
- Once detail routing completed, the nets flagged for antenna violations numbered 0.
- The largest stage delay on the critical path is approximately 0.72 ns.
- The post-route minimum period reads roughly 45 ns.
- The average wire per cell in the routed design reads 38.72 µm.
- The family with the most delay on the worst path is buffers and inverters.
- The largest register by flop count reads mem.
- TritonCTS built the clock tree.
- The yosys-reported design area after synthesis is 0.6430 mm².
- For this run, the detailed router's first-pass iteration total came to 8.
- The average instance area after synthesis reads around 20 µm².
- The total length of routed wires reads around 2000000 µm.
- The critical path is of the input port to output pin type.
- Between the synthesized netlist and the finished layout, the area growth was recorded as 12.18%.
- Per the synthesis report, the number of distinct cell types is roughly 96.
- The filler-free cell count of the finished design reads approximately 53000.
- In the routed design, unresolved DRC markers number 0.
- The tool flagged a number of max-cap violations equal to 1.
- The run finished, with violations left.
- The number of violations reported at the end of detailed-routing iteration 0 reads 25186.
- The slew at the pin closest to its max-slew limit reads ~1.5 ns.
- The path type of the worst min-delay path reads input port to flip-flop.
- The critical path data arrival time reads around 28 ns.
- The first-pass GRT wire length is between 2000000 and 3000000 µm.
- The effective utilization at floorplan reads between 50% and 60%.
[Yosys cell counts (33+ instances only)]
library cell and n:
sky130_fd_sc_hd__o311ai_0 33, sky130_fd_sc_hd__o21ai_0 442, sky130_fd_sc_hd__o22ai_1 946, sky130_fd_sc_hd__a211o_1 33, sky130_fd_sc_hd__nand3_1 174, sky130_fd_sc_hd__nand4_1 66
sky130_fd_sc_hd__buf_1 218, sky130_fd_sc_hd__mux4_1 85, sky130_fd_sc_hd__buf_12 34, sky130_fd_sc_hd__nor4_1 117, sky130_fd_sc_hd__a21oi_1 761, sky130_fd_sc_hd__a31oi_1 166
sky130_fd_sc_hd__a211oi_1 135, sky130_fd_sc_hd__edfxtp_1 16384, sky130_fd_sc_hd__a2111oi_0 87, sky130_fd_sc_hd__o221ai_1 1104, sky130_fd_sc_hd__or3_1 49, sky130_fd_sc_hd__and2_1 50
sky130_fd_sc_hd__mux2_2 93, sky130_fd_sc_hd__nand2_1 488, sky130_fd_sc_hd__and3_1 41, sky130_fd_sc_hd__a22oi_1 98, sky130_fd_sc_hd__buf_6 418, sky130_fd_sc_hd__a221oi_1 62
sky130_fd_sc_hd__nor3_1 420, sky130_fd_sc_hd__mux4_2 2303, sky130_fd_sc_hd__clkbuf_1 956, sky130_fd_sc_hd__buf_4 195, sky130_fd_sc_hd__buf_8 91, sky130_fd_sc_hd__buf_2 312
sky130_fd_sc_hd__mux2i_1 3462, sky130_fd_sc_hd__o21a_1 43, sky130_fd_sc_hd__nor2_1 2552, sky130_fd_sc_hd__o211ai_1 39
[per-stage QoR]
| step | cell area [µm²] | util, % | setup WS (ns) | hold slack, ns |
|---|---|---|---|---|
| 6_report | 721300 | 56.24 | 36.85 | 15.45 |
| 5_1_grt | 720500 | 56.18 | 36.08 | 15.43 |
| 4_1_cts | 720100 | 56.15 | 36.70 | 15.34 |
| 3_5_place_dp | 666900 | 52.00 | 36.72 | 16.75 |
| 3_3_place_gp | 666800 | 51.99 | 35.32 | 16.76 |
| 2_1_floorplan | 643000 | - | 46.53 | 16.42 |
[worst paths after layout]
kind,start,to,depth (start not counted)
max,dpra[0],dpo[0],26
min,d[2],mem[1298][2],1
[cells by family (layout without fill, tap and decap cells)]
| group | after synthesis | after routing | synth area share (%) |
|---|---|---|---|
| flops | 16384 | 16384 | 76.52 |
| other cells | 0 | 446 | 0 |
| simple gates | 4098 | 4098 | 2.722 |
| buf+inv | 2255 | 4978 | 2.259 |
| compound gates | 4210 | 4210 | 4.536 |
| mux | 5943 | 5943 | 13.97 |
[per-layer routing]
metal / part of all wire [%] / vias to the layer above
met5: 0.39 / -
met3: 20 / 4547
li1: - / 139727
met1: 28 / 170720
met4: 6.3 / 250
met2: 44 / 24334
[final cells by class]
class,count,area share (%)
Antenna cell,446,0.1547
Sequential cell,16384,68.21
Clock inverter,931,1.155
Inverter,6,0.006245
Timing Repair Buffer,1943,2.158
Clock buffer,2098,6.229
Multi-Input combinational cell,14251,19.11
Tap cell,17138,2.973
[power by group]
| group | internal [W] | leakage (nW) | total [W] | switching [W] |
|---|---|---|---|---|
| clock network | 0.00437 | 26.1 | 0.00753 | 0.00315 |
| logic | 0.000264 | 57.0 | 0.000926 | 0.000662 |
| registers | 0.00926 | 147 | 0.00926 | 0.000000614 |
| total | 0.0139 | 230 | 0.0177 | 0.00381 |
No activity file was given, so power comes from the tool's default toggle rates.
